[run.sh]
#!/bin/bash
# OpenROAD 26Q1-2900-gdf79404cd8, Yosys 0.63+post, stock flow scripts
make -C /OpenROAD-flow-scripts/flow DESIGN_CONFIG=/design/flow/config.mk WORK_HOME=/design/flow/orfs finish
[config.mk]
export PLATFORM = sky130hd
export DESIGN_NAME = spram
export DESIGN_NICKNAME = spram
export VERILOG_FILES = /design/flow/design.v
export SDC_FILE = /design/flow/constraint.sdc
export NUM_CORES = 4
export LEC_CHECK = 1
export CORE_UTILIZATION = 30
export SYNTH_MEMORY_MAX_BITS = 65536
[constraint.sdc]
current_design spram

set clk_period 55.2
set clk_io_pct 0.2

create_clock -name clk0 -period $clk_period [get_ports {clock}]

set non_clock_inputs [all_inputs -no_clocks]
set_input_delay [expr $clk_period * $clk_io_pct] -clock clk0 $non_clock_inputs
set_output_delay [expr $clk_period * $clk_io_pct] -clock clk0 [all_outputs]
[design.v]
`timescale 1ps / 1ps
module spram #(
	parameter address_width = 10,
	parameter data_width = 8
) (
	input	wire						clock,
	input	wire						wren,
	input	wire	[address_width-1:0]	address,
	input	wire	[data_width-1:0]	data,
	output	reg		[data_width-1:0]	q
);
localparam ramLength = (2**address_width);
reg [data_width-1:0] mem [ramLength-1:0];
always @(posedge clock) begin
	q <= mem[address];
	if(wren) begin
		mem[address] <= data;
	end
end
endmodule
==> run notes <==
Entry: Yosys synthesis followed by OpenROAD place and route.

Route:
- After detailed routing, the total wire length is 912 mm.
- In the detailed route, the total length drawn on met2 is 411 mm.
- The run gives the violation count after the first detailed-route iteration as 11200.
- The run puts the number of detailed-routing iterations run before antenna repair at 6.
- The run puts the total length of routed met3 wires at 179 mm.
- The run puts the overall via count from detail_route at 162000.
- Per the detail_route report, routed wire per instance is 28.6 um.
- The highest layer touched by signal routing is met5.
- The run puts the routed metal-1 wirelength at 286 mm.
- The run gives the detailed-route vias per instance as 5.07.
- The run puts the number of nets with antenna violations after detailed routing at 0.
- The run gives the DRC violation count after routing as 0.

Layout:
- In the layout the commonest cells are sky130_fd_sc_hd__edfxtp_1 (8192), sky130_fd_sc_hd__mux2i_1 (2684), sky130_fd_sc_hd__nor2_1 (1376).
- The run gives the share of final-layout standard cells stronger than drive strength 1 as 15.4%.
- The run gives the combinational gate area as 65700 um^2.
- Per the layout report, the design carries 96300 filler cells.
- The sequential cells in the finished layout cover a total of 246000 um^2.
- The run gives the growth of design area from synthesis to finish as 14.1%.
- By instance count after routing, the leading logic cell type is sky130_fd_sc_hd__edfxtp_1.
- The run puts the post-layout utilization of the core at 34.4%.

Global routing:
- The first global-routing pass estimated 1280 mm of wire.
- Per the GRT congestion report, total overflow comes to 0.
- The run gives the maximum number of pins on one net before global-route repair as 130.
- The run puts the number of antenna violations at the first check in global routing at 95.
- The run gives the via count of the first global-routing pass as 171000.
- The run puts the overall fraction of global-route tracks in use at 18.1%.

Synthesis:
- The run gives the count of different cell masters after synthesis as 59.
- The run puts the gate count of the mapped netlist at 16700.
- The run gives the proportion of netlist area held by the largest area contributor as 77.8%.
- The run gives the number of synthesized flops with an enable pin as 8192.
- The run gives the average instance area after synthesis as 19.0 um^2.
- Yosys attributes the largest share of cell area to sky130_fd_sc_hd__edfxtp_1 (78%), sky130_fd_sc_hd__mux2i_1 (8.5%), sky130_fd_sc_hd__mux4_2 (5.3%), sky130_fd_sc_hd__o22ai_1 (2.2%), sky130_fd_sc_hd__nor2_1 (1.6%).
- The run gives the fraction of the yosys area taken by sequential cells as 77.8%.
- The commonest register cell is sky130_fd_sc_hd__edfxtp_1.
- The run puts the netlist area before placement at 316000 um^2.
- In this run, synthesis produced a sequential element count of 8200.
- In the Yosys report the total cell count is 16700.
- The chip area line in the Yosys stat output reads 316000 um^2.
- Warnings reported by Yosys during synthesis add up to 1.
- The run puts the share of async-settable or async-resettable flops after synthesis at 0%.
- Per the synthesis report, the dominant area consumer among library cells is sky130_fd_sc_hd__edfxtp_1.

Power:
- The run puts the static leakage at 116 nW.
- The flow reported a cell area power density of 35.0 nW/um^2.
- The run gives the largest vdd supply drop as 0.0364 mV.

Die:
- The run puts the floorplan core density at 30.1%.
- The run gives the standard-cell row count as 376.
- For this design the top-level I/O count stands at 28.
- The run puts the overall die width at 1.03 mm.
- According to the floorplan report, the die height is 1.03 mm.
- The run gives the die outline area as 1060000 um^2.
- The run puts the core box area at 1050000 um^2.

Place:
- The run gives the final RePlAce weighted congestion as 0.895.
- Port buffering added 27 buffers.
- The run gives the detailed placer's ending HPWL as 562 mm.

STA:
- Measured against its own limit, the worst slew margin works out to 2.00%.
- The run puts the total count of max-transition violations in the final report at 0.
- In the final report, the number of endpoints failing setup comes to 0.
- Setup repair after global routing left no endpoint under its margin.
- The run gives the shortest clock period the worst path allows after layout as 18.64 ns.
- The run puts the achievable frequency at 53.6 MHz.
- The run gives the final clock period utilization by the worst path as 33.8%.
- The run gives the clock skew as 0.0778 ns.
- The run puts the number of hold violations in the final report at 0.
- The run gives the slew of the pin with the lowest slew margin as 1.46 ns.
- Summed over all failing endpoints, the final setup total negative slack is 0 ns.

Clocking:
- The later pin in the worst-skew pair is clocked with a latency of 1.24 ns.
- The run gives the CTS H-tree depth as 6.
- TritonCTS built the clock tree.
- The run puts the post-cts hold-fix buffer tally at 0.
- The run gives the CTS sink count as 8200.
- Per the TritonCTS log, the buffer count is 778.
- The run gives the library cell used as clock root buffer as sky130_fd_sc_hd__clkbuf_16.
- The run gives the cell resize tally after clock tree synthesis as 0.
- The run gives the number of post-CTS setup repair buffers as 0.
- The run gives the buffer levels on the longest clock path as 4.
- After clock tree synthesis, the clock-pin slew on the worst setup and hold paths is 0.06 ns.

Run:
- The run gives the number of max-capacitance violations reported as 0.
- OpenROAD emitted warnings numbering 67.

Setup path:
- The run puts the arrival time of the worst setup path at 19.70 ns.
- The run gives the kind of start point of the critical path as a primary input.
- By instance count, the cell type seen most on the critical path is sky130_fd_sc_hd__buf_4.
- The run gives the peak fanout along the critical path as 59.
- The required time at the worst endpoint is listed as 56.26 ns.
- The run gives the type of element capturing the critical path as a register.
- For this design, the slowest cell found on the critical path is sky130_fd_sc_hd__buf_4.
- In the setup report, the worst path falls into the class in -> reg.
- On the worst path, the slowest cell contributes a delay of 0.75 ns.
- Listed in order, past its start point the critical path passes buf_16 -> buf_4 -> buf_4 -> buf_4 -> buf_4 -> buf_4 -> buf_4 -> buf_4 -> buf_4 -> buf_4 -> mux2i_1 -> o22ai_1 -> nor4_1 -> o2111ai_1 -> nor3_1 -> nor4_2 -> buf_4 -> nor4_2 -> nand4_1.

Worst hold path:
- The run gives the class of the tightest hold or removal check as reg -> reg.

Outcome:
- The run finished with clean final reports.
per-layer routing:
layer / vias to the layer above / track usage, %
met4: 162 / 6.31
met2: 9577 / 26.0
met3: 1724 / 16.3
met5: - / 1.61
met1: 81300 / 18.9
li1: 68900 / -
kinds of logic after synthesis:
family	after synthesis	share of synthesized area (%)
compound gates	1817	3.79
buf+inv	1083	1.62
flops	8200	77.8
mux	3447	13.9
simple gates	2117	2.87
registers in the layout, summed over array words and instances (netlist names):
| signal | count |
|---|---|
| mem | 8192 |
| q | 8 |
Yosys cell counts (4+ instances only):
library cell,count
sky130_fd_sc_hd__o31ai_1,19
sky130_fd_sc_hd__nor2b_1,7
sky130_fd_sc_hd__buf_1,49
sky130_fd_sc_hd__mux4_2,748
sky130_fd_sc_hd__clkbuf_1,459
sky130_fd_sc_hd__dfxtp_1,8
sky130_fd_sc_hd__a211o_1,13
sky130_fd_sc_hd__nand4_1,15
sky130_fd_sc_hd__nand4b_1,4
sky130_fd_sc_hd__nand2b_1,15
sky130_fd_sc_hd__nor4_1,195
sky130_fd_sc_hd__o21ai_0,127
sky130_fd_sc_hd__a31oi_1,34
sky130_fd_sc_hd__buf_4,124
sky130_fd_sc_hd__mux2i_1,2684
sky130_fd_sc_hd__a311oi_1,10
sky130_fd_sc_hd__a2bb2oi_1,6
sky130_fd_sc_hd__and2_1,4
sky130_fd_sc_hd__buf_2,444
sky130_fd_sc_hd__o211ai_1,67
sky130_fd_sc_hd__o22a_1,12
sky130_fd_sc_hd__o22ai_1,1098
sky130_fd_sc_hd__o2111ai_1,106
sky130_fd_sc_hd__nor3_1,174
sky130_fd_sc_hd__edfxtp_1,8192
sky130_fd_sc_hd__buf_6,4
sky130_fd_sc_hd__and3_1,4
sky130_fd_sc_hd__nand3_1,23
sky130_fd_sc_hd__a22oi_1,145
sky130_fd_sc_hd__nand2_1,231
sky130_fd_sc_hd__a21oi_1,75
sky130_fd_sc_hd__nor3b_1,7
sky130_fd_sc_hd__or4_1,30
sky130_fd_sc_hd__a22o_1,28
sky130_fd_sc_hd__nor2_1,1384
sky130_fd_sc_hd__a211oi_1,51
sky130_fd_sc_hd__or4bb_1,4
sky130_fd_sc_hd__a2111oi_0,13
sky130_fd_sc_hd__mux2_2,15
sky130_fd_sc_hd__a221oi_1,4
where the power goes:
part           switching, mW  internal [mW]
Clock                   2.33           2.86
Sequential           0.00551           6.85
Combinational          0.411          0.171
worst paths after layout:
| check | from | end | slack, ns | cells past startpoint |
|---|---|---|---|---|
| worst max-delay path | address[1] | q[7] | 36.56 | 19 |
| worst min-delay path | mem[482][5] | q[5] | 0.78 | 4 |
| worst max register to register | mem[54][1] | q[1] | 51.31 | 11 |
| worst min register to register | mem[482][5] | q[5] | 0.78 | 4 |
final cells by class:
cell class                      count  area share [%]
Timing Repair Buffer              813            1.81
Antenna cell                      132          0.0915
Clock inverter                    438            1.18
Multi-Input combinational cell   7381            18.2
Inverter                            3         0.00589
Clock buffer                      967            5.66
Sequential cell                  8200            68.2
Tap cell                        14000            4.85
metrics by stage:
stage / area (um^2) / std cells / hold slack, ns / worst slack (ns) / total power [mW]
3_3_place_gp: 336000 / 30400 / 0.784 / 35.23 / 7.57
3_5_place_dp: 336000 / 30400 / 0.780 / 35.24 / 7.57
6_report: 361000 / 31900 / 0.782 / 36.56 / 12.6
5_1_grt: 361000 / 31800 / 0.842 / 36.11 / 13.0
4_1_cts: 361000 / 31800 / 0.797 / 36.48 / 12.7
2_1_floorplan: 316000 / 16700 / 0.677 / 41.28 / 7.27
worst max-delay path: cells and delay by family:
| kind | cells | cell delay [ns] |
|---|---|---|
| buffers and inverters | 11 | 6.47 |
| AND/OR/NAND/NOR | 5 | 1.23 |
| AND-OR/OR-AND | 2 | 0.33 |
| multiplexers | 1 | 0.31 |
Power figures rest on the tool's default switching activity, not on a simulated workload.
